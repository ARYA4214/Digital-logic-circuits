### ./config.mk
export PLATFORM = sky130hd
export DESIGN_NAME = alu_4bit
export DESIGN_NICKNAME = alu_4bit
export VERILOG_FILES = /design/flow/design.v
export SDC_FILE = /design/flow/constraint.sdc
export NUM_CORES = 4
export LEC_CHECK = 1
export CORE_AREA = 10 10 70 70
export DIE_AREA = 0 0 80 80
### ./design.v
module alu_4bit(
    input  [3:0] A, B,
    input  [2:0] sel,
    output reg [3:0] Y,
    output reg carry
);
    always @(*) begin
        carry = 0;
        case(sel)
            3'b000: {carry, Y} = A + B;           
            3'b001: {carry, Y} = A - B;           
            3'b010: Y = A & B;                    
            3'b011: Y = A | B;                    
            3'b100: Y = A ^ B;                    
            3'b101: Y = ~A;                       
            3'b110: Y = B << 1;                   
            3'b111: Y = B >> 1;                   
            default: Y = 4'b0000;
        endcase
    end
endmodule
### ./run.sh
#!/bin/bash
# OpenROAD 26Q1-2900-gdf79404cd8, Yosys 0.63+post, stock flow scripts
make -C /OpenROAD-flow-scripts/flow DESIGN_CONFIG=/design/flow/config.mk WORK_HOME=/design/flow/orfs finish
### ./constraint.sdc
current_design alu_4bit

set clk_period 3.5
set clk_io_pct 0.2

create_clock -name clk0 -period $clk_period

set non_clock_inputs [all_inputs -no_clocks]
set_input_delay [expr $clk_period * $clk_io_pct] -clock clk0 $non_clock_inputs
set_output_delay [expr $clk_period * $clk_io_pct] -clock clk0 [all_outputs]
==> impl_metrics.toml <==
# generated from flow reports
[power_and_ir_drop]
vdd_drop_max_v = 0.0000529
total_power_mw = 0.121
power_leakage_nw = 0.477
p_int_mw = 0.0684
power.share.clock = 0
comb_power_share = 1.000
power.share.sequential = 0
power_switching_share = 0.437
p_sw_mw = 0.0531
pwr_density_cell_nw_per_um2 = 123

[floorplanning]
io_pins = 16
fp_util = 0.180
die_w_um = 80
fp.dieH_um = 80
die_area_um2 = 6400
rows = 21
core-area_um2 = 3420

[layout]
nClkBuffers = 0
syn_to_final_growth_pct = 60.4
final_util = 0.289
drive_above_1_share = 0.270
regArea_um2 = 0
instances_no_fill = 168
fillers = 380
flop-count = 0

[timing]
max_freq_mhz = 287
final-max-slew-violation-count = 0
min_period_ns = 3.49
hold_viol_final = 0
fin_setup_tns_ns = 0
period_used_share = 0.997
setup_viol = 0
grt_setup_unrepaired = "yes"
slew_headroom = 0.757
tightest_slew_ns = 0.361

[synthesis]
synth_top_cell_by_count = "inv_1"
ys.warnings.count = 1
post-synth-top-area-fraction = 0.244
ys_chip_area_um2 = 616
ys_seq_share = 0
ys_cells = 86
syn_avg_cell_area_um2 = 7.16
synth_cells = 86
yosysUniqueCellTypes = 29
syn_area_um2 = 616
topCellsByArea = "ha_1 24%, a21oi_1 9.8%, inv_1 7.9%, fa_1 6.5%, nand2_1 4.3%"
yosysTopAreaCell = "ha_1"
common_cells = "13 x inv_1, 12 x a21oi_1, 12 x ha_1"

[place]
port_buffers = 16
gp_congestion = 0.904
dp_hpwl_mm = 1.52
dp_cells = 168

[route]
ant_nets = 0
n_antenna_cell = 0
via_per_inst = 4.18
drc = 0
vias = 702
first_pass_iters = 4
drt-initial-drc-count = 11
wl_mm = 1.72
wl_per_cell_um = 10.2

[grt]
grt_pass1_vias = 698
grt-busiest-layer = "met2"
grt_max_degree = 9
gr-usage-met1 = 0.0696
antenna_found_initial = 0
overflow = 0
grt_first_pass_wirelength_mm = 2.94
met3_usage = 0.00909
grt.total_usage = 0.0523
gr-usage-met2 = 0.0891

[worst_setup_path]
critPathKind = "primary input to output port"
cp-startpoint = "A[0]"
start_kind = "primary input"
critPathArrivalTime_ns = 2.79
cp.required_ns = 2.80
cp-end-kind = "output port"
endpoint = "Y[2]"
critPathMaxFanout = 2

[outcome]
status = "completed"

[hold_path]
hp-class = "primary input to output port"

[flow_run]
cap_viol_max_count = 0
warnings = 42
## metrics by stage
stage	worst slack (ns)	instance area (um2)	hold slack, ns
after floorplan	0.720	616	1.55
after global placement	-0.312	981	2.55
after detailed placement	-0.345	981	2.55
after CTS	-0.0297	980	2.38
after global routing	-0.0985	987	2.27
final	0.0111	987	2.22
## power groups by stage
stage / Clock, mW / Combinational (mW) / Sequential [mW]
CTS: 0 / 0.121 / 0
finish: 0 / 0.121 / 0
global route: 0 / 0.136 / 0
## per-layer routing
layer	vias up	wire length, um
met3	0	76
li1	371	-
met2	17	790
met4	0	0
met5	-	0
met1	314	850
## critical path, stage by stage
cell	delay [ns]
clkdlybuf4s50_1	0.41
inv_1	0.08
ha_1	0.17
inv_1	0.06
fa_2	0.36
xor2_1	0.15
mux2_1	0.29
o22a_1	0.21
a22oi_2	0.14
dlygate4sd2_1	0.22
## logic make-up after synthesis
family,count (synthesis),synth area share
buffers and inverters,18,0.138
AOI/OAI and AO/OA,26,0.268
adders and majority gates,14,0.309
and+or+nand+nor,22,0.187
xor gates and xnor gates,2,0.0285
muxes,4,0.0691
## what timing repair did
action                                  CTS  global route
endpoints found under the setup margin    4             3
pin swaps                                 0             2
setup buffers                             0             0
gates resized                             4             5
hold buffers                              0             0
endpoints found under the hold margin     0             0
## how the worst min path moves through the flow
stage / slack, ns / start / cells past startpoint / end
after CTS: 2.38 / B[3] / 5 / carry
after global routing: 2.27 / B[3] / 5 / carry
final: 2.22 / B[3] / 5 / carry
## cells in the final DEF (no fill, tap or decap), types with 2 or more instances in the layout
master	instances
a21oi_1	11
buf_4	24
clkdlybuf4s50_1	12
dlygate4sd2_1	2
ha_1	12
inv_1	13
mux2i_1	2
nand2_1	7
nor2_1	6
nor3_1	3
nor3_2	2
o211ai_1	2
o21ai_0	4
xor2_1	2
## area by class of cell
cell class	count	area, um2	share of cell area
inverters	14	52.6	0.0532
multi-input cells	68	542	0.549
repair buffers	40	335	0.340
well taps	46	57.6	0.0583
No activity file was given, so power comes from the tool's default toggle rates.
