$ cat design/flow/config.mk
export PLATFORM = sky130hd
export DESIGN_NAME = seq_det_11001
export DESIGN_NICKNAME = seq_det_11001
export VERILOG_FILES = /design/flow/design.v
export SDC_FILE = /design/flow/constraint.sdc
export NUM_CORES = 4
export LEC_CHECK = 1
export CORE_AREA = 10 10 70 70
export DIE_AREA = 0 0 80 80
$ cat design/flow/run.sh
#!/bin/bash
# OpenROAD 26Q1-2900-gdf79404cd8, Yosys 0.63+post, stock flow scripts
make -C /OpenROAD-flow-scripts/flow DESIGN_CONFIG=/design/flow/config.mk WORK_HOME=/design/flow/orfs finish
$ cat design/flow/design.v
module seq_det_11001 (
    input wire clk,
    input wire rst_n,     
    input wire x,         
    output reg z          
);
    parameter S0 = 3'b000;  
    parameter S1 = 3'b001;  
    parameter S2 = 3'b010;  
    parameter S3 = 3'b011;  
    parameter S4 = 3'b100;  
    reg [2:0] current_state, next_state;
    always @(posedge clk or negedge rst_n) begin
        if (!rst_n)
            current_state <= S0;
        else
            current_state <= next_state;
    end
    always @(*) begin
        case (current_state)
            S0: next_state = (x) ? S1 : S0;
            S1: next_state = (x) ? S2 : S0;
            S2: next_state = (x) ? S2 : S3;
            S3: next_state = (x) ? S1 : S4;
            S4: next_state = (x) ? S1 : S0;  
            default: next_state = S0;
        endcase
    end
    always @(*) begin
        if (current_state == S4 && x == 1)
            z = 1;
        else
            z = 0;
    end
endmodule
$ cat design/flow/constraint.sdc
current_design seq_det_11001

set clk_period 1.0
set clk_io_pct 0.2

create_clock -name clk0 -period $clk_period [get_ports {clk}]

set non_clock_inputs [all_inputs -no_clocks]
set_input_delay [expr $clk_period * $clk_io_pct] -clock clk0 $non_clock_inputs
set_output_delay [expr $clk_period * $clk_io_pct] -clock clk0 [all_outputs]
==> flow_metrics.tcl <==
# implementation run metrics
set metrics [dict create \
    cts_max_path_buffers 2 \
    final-hold-violation-count 0 \
    crit_type "flip-flop to output port" \
    hpwlAfterDp_um 276 \
    place.gp.congestion 0.677 \
    arrival_ns 0.85 \
    synth_stat.cells 12 \
    drive_above_1_share_pct 45.5 \
    synthesis.area_per_instance_um2 14.2 \
    min-delay-path-class "input pin to async pin" \
    placeableCoreArea_um2 3420 \
    drt.antenna.violating_nets 0 \
    dr.first_iter.drc_count 0 \
    ir_worst_vdd_v 0.000812 \
    cellLeakagePower_nw 0.130 \
    violations "negative setup slack" \
    swShare_pct 22.0 \
    cell_with_the_biggest_individual_delay_on_the_critical_path "sky130_fd_sc_hd__dfrtp_1" \
    route.detailed.vias_per_inst 1.93 \
    ys_seq_share_pct 74.3 \
    clock_tree.htree_level_count 1 \
    timing_worst_slew_pin_value_ns 0.211 \
    worstPathMaxFanout 2 \
    clk_transition_reported_paths_ns 0.05 \
    cp_data_required_time_ns 0.80 \
    pwr-share-comb_pct 7.8 \
    post_dp_cell_area_um2 273 \
    cap_violations 0 \
    cts_hold_repair.buffers 0 \
    rows 21 \
    worstPathCellList "and2_4, buf_6" \
    fin_crit_ns 1.05 \
    die_y_um 80 \
    synthFlopType "sky130_fd_sc_hd__dfrtp_1" \
    post_drt_wl_per_cell_um 5.53 \
    power_density_nw_per_um2 1620 \
    post_synth_top_cells "sky130_fd_sc_hd__dfrtp_1 (4), sky130_fd_sc_hd__nor2b_1 (2)" \
    timing.clock.skew_ns 0.00683 \
    cts_inserted_buffers 3 \
    floorplan.initialDensity_pct 4.98 \
    synth-async-reset-ratio_pct 100 \
    tritoncts_clock_tree "yes" \
    total_power_mw 0.509 \
    pin_count_of_the_biggest_net_entering_global_routing 6 \
    routed-via-count 131 \
    setup-violations-final 1 \
    fmax_mhz 948 \
    path_buffers 1 \
    synthMostInstantiatedCell "sky130_fd_sc_hd__dfrtp_1" \
    log.warning_count 27 \
    cp-start-kind "flip-flop" \
    critPathMaxStageDelay_ns 0.37 \
    r2r-start "current_state[1]$_DFF_PN0_" \
    drtPass1Iterations 1 \
    rel_slew_slack_pct 85.9 \
    synth_cell_types 8 \
    regToRegEndpoint "current_state[3]$_DFF_PN0_" \
    synthDominantAreaCellType "sky130_fd_sc_hd__dfrtp_1" \
    synth.top_cells.by_area "sky130_fd_sc_hd__dfrtp_1 (59%), sky130_fd_sc_hd__dfstp_2 (15%), sky130_fd_sc_hd__nor2b_1 (7.4%)" \
    power.switching_mw 0.112 \
    post_synth_regs 5 \
    count_of_buffers_from_port_buffering 3 \
    floorplan.die_area_um2 6400 \
    drcViolationCount 0 \
    power.internal_mw 0.397 \
    largest_register_ff_count 5 \
    postSynthCellCount 12 \
    timing.reg2reg.worst_path_depth 3 \
    portion_of_the_clock_cycle_consumed_by_the_worst_path_in_the_final_layout_pct 105 \
    io_pins 4 \
    largest-register "current_state" \
    first_global_vias 157 \
    first_pass_grt_wire_length_um 690 \
    power_frac_seq_pct 45.3 \
    die-width_um 80 \
    antennaDiodeCount 0 \
    clkPwrFrac_pct 46.9 \
    clock_tree.root_cell "sky130_fd_sc_hd__clkbuf_4" \
    finish.instance_area_um2 314 \
    synth_chip_area_um2 170 \
    grtUsageTotal_pct 1.35 \
    post-route-worst-setup-slack_ns -0.0548 \
    gr-total-overflow 0 \
    yosysWarningCount 1 \
    top_cell_area_share_pct 58.8 \
    slew_viol_final 0 \
    clock_sink_count 5 \
    largest_registers_ranked_by_flip_flop_count "current_state x5" \
    outcome "finished, violations left" \
    grt_antenna_before_repair 0 \
    path_delay_family "flip-flops" \
    rsz0062_at_grt "yes" \
    worst_setup_path_end_kind "output port" \
    edf_count 0 \
    wl_um 376 \
    synthesis.area_um2 170 \
    timing.reg2reg.setup_slack_ns 0.03 \
    clock_latency_ns 0.25 \
    layout-area-overhead-vs-synth_pct 84.6 \
]
==> power groups by stage <==
stage                 registers (mW)  logic (mW)  clock network, mW
after global routing           0.234      0.0459              0.260
final                          0.231      0.0397              0.239
after CTS                      0.229      0.0379              0.244
==> area by class of cell <==
class                           count  area [um2]
Clock buffer                        4        26.3
Fill cell                         406        3100
Multi-Input combinational cell      7        51.3
Sequential cell                     5         126
Tap cell                           46        57.6
Timing Repair Buffer                6        52.6
==> metrics by stage <==
step                setup WS, ns  setup TNS [ns]  util (%)  hold slack (ns)  std cells
finish                   -0.0548         -0.0548      9.19            0.165         68
global route             -0.0842         -0.0842      9.19            0.169         68
CTS                      -0.0640         -0.0640      9.05            0.167         68
detailed placement        -0.554          -0.629      7.99            0.430         63
global placement          -0.539          -0.546      7.99            0.420         63
floorplan                  0.254               0         -          -0.0956         12
==> layer usage <==
layer / routed length [um] / up-vias / track usage, % / part of all wire (%)
li1: - / 61 / - / -
met1: 186 / 61 / 1.54 / 49
met2: 128 / 7 / 1.69 / 34
met3: 51 / 2 / 1.25 / 14
met4: 10 / 0 / 0.528 / 2.7
met5: 0 / - / 0 / 0
==> placed cells by master, fill, tap and decap left out, types with 2 or more instances in the layout <==
master | Yosys | layout
sky130_fd_sc_hd__dfrtp_1 | 4 | 4
sky130_fd_sc_hd__nor2b_1 | 2 | 2
sky130_fd_sc_hd__buf_4 | 0 | 3
sky130_fd_sc_hd__clkbuf_4 | 0 | 3
==> cell families (layout without fill, tap and decap cells) <==
group | Yosys count | in the layout | synth area share, %
AND/OR/NAND/NOR | 5 | 5 | 16.2
AND-OR/OR-AND | 2 | 2 | 9.56
flip-flops | 5 | 5 | 74.3
buffers and inverters | 0 | 10 | 0
==> how the worst max path moves through the flow <==
| stage | from | slack [ns] | cells after the start | to |
|---|---|---|---|---|
| after global routing | current_state[1]$_DFF_PN0_ | -0.08 | 2 | z |
| after CTS | current_state[1]$_DFF_PN0_ | -0.06 | 2 | z |
| final | current_state[1]$_DFF_PN0_ | -0.05 | 2 | z |
==> repair_timing <==
item / in CTS / in global routing
buffers inserted: 1 / 0
gates resized: 6 / 1
pin swaps: 2 / 0
endpoints found under the setup margin: 1 / 2
Power and IR drop assume default switching activity.
